<file path="flow/run.sh">
#!/bin/bash
# OpenROAD 26Q1-2900-gdf79404cd8, Yosys 0.63+post, stock flow scripts
make -C /OpenROAD-flow-scripts/flow DESIGN_CONFIG=/design/flow/config.mk WORK_HOME=/design/flow/orfs finish
</file>
<file path="flow/config.mk">
export PLATFORM = sky130hd
export DESIGN_NAME = LiquidCrystal
export DESIGN_NICKNAME = LiquidCrystal
export VERILOG_FILES = /design/flow/design.v
export SDC_FILE = /design/flow/constraint.sdc
export NUM_CORES = 4
export LEC_CHECK = 1
export CORE_UTILIZATION = 40
export SYNTH_HDL_FRONTEND = slang
</file>
<file path="flow/constraint.sdc">
current_design LiquidCrystal

set clk_period 8.8
set clk_io_pct 0.2

create_clock -name clk0 -period $clk_period [get_ports {CLK}]

set non_clock_inputs [all_inputs -no_clocks]
set_input_delay [expr $clk_period * $clk_io_pct] -clock clk0 $non_clock_inputs
set_output_delay [expr $clk_period * $clk_io_pct] -clock clk0 [all_outputs]
</file>
<file path="flow/design.v">
`timescale 1ns / 1ps
module LiquidCrystal(
    input CLK,
    input RST,
    input [9:0] lcd_instr,
    output logic lcd_ready = 0,
    output logic rs,
    output logic e,
    output logic [7:0] data
    );
    localparam freq = 50;  
    logic [31:0] clk_count = 0;
    logic count_en = 0;
    logic count_rst = 0;
    enum {POWER_ON, INIT, IDLE, SEND} PS, NS;
    always_ff @(posedge CLK) begin
        if (RST) begin
            PS <= POWER_ON;
        end
        else PS <= NS;
    end
    always_comb begin
        data = 8'b00000000;
        rs = 1'b0;
        e = 1'b0;
        count_en = 0;
        count_rst = 0;
        lcd_ready = 0;
        case (PS)
            POWER_ON: begin
                if (clk_count < (50000 * freq)) begin  
                    count_en = 1;
                    NS = POWER_ON;
                end
                else begin
                    count_rst = 1;
                    data = 8'b00110000;
                    NS = INIT;
                end
            end
            INIT: begin
                count_en = 1;
                if (clk_count < (10 * freq)) begin  
                    data = 8'b00111100;  
                    e = 1'b1;
                    NS = INIT;
                end
                else if (clk_count < (60*freq)) begin  
                    data = 8'b00000000;
                    e = 1'b0;
                    NS = INIT;
                end
                else if (clk_count < (70*freq)) begin  
                    data = 8'b00001100;
                    e = 1'b1;
                    NS = INIT;
                end
                else if (clk_count < (120*freq)) begin  
                    data = 8'b00000000;
                    e = 1'b0;
                    NS = INIT;
                end
                else if (clk_count < (130*freq)) begin  
                    data = 8'b00000001;
                    e = 1'b1;
                    NS = INIT;
                end
                else if (clk_count < (2130*freq)) begin  
                    data = 8'b00000000;
                    e = 1'b0;
                    NS = INIT;
                end
                else if (clk_count < (2140*freq)) begin  
                    data = 8'b00000110;
                    e = 1'b1;
                    NS = INIT;
                end
                else if (clk_count < (2200*freq)) begin  
                    data = 8'b00000000;
                    e = 1'b0;
                    NS = INIT;
                end
                else begin  
                    count_rst = 1;
                    NS = IDLE;
                end
            end
            IDLE: begin
                lcd_ready = 1;
                data = lcd_instr[7:0];
                rs = lcd_instr[8];
                if (lcd_instr[9]) begin
                    NS = SEND;
                end
                else begin
                    NS = IDLE;
                end
            end
            SEND: begin
                lcd_ready = 0;
                data = lcd_instr[7:0];
                rs = lcd_instr[8];
                if (clk_count < (50 * freq)) begin
                    count_en = 1;
                    NS = SEND;
                    if (clk_count < freq) begin
                        e = 1'b0;
                    end
                    else if (clk_count < (14*freq)) begin
                        e = 1'b1;
                    end
                    else if (clk_count < (27*freq)) begin
                        e = 1'b0;
                    end
                end
                else begin
                    count_rst = 1;
                    NS = IDLE;
                end
            end
            default: begin
                NS = POWER_ON;
            end
        endcase
    end
    always_ff @(posedge CLK) begin
        if (count_rst) begin
            clk_count = 0;
        end
        else if (count_en) begin
            clk_count = clk_count + 1;
        end
    end
endmodule
</file>
==> flow_metrics.py <==
# Synthesis and PnR figures
metrics = {
    "outcome": {
        "status": "finished, final reports clean",
    },
    "cts": {
        "htree_levels": 2,
        "clock.latency.late_pin_ns": 0.29,
        "numClockSinks": 36,
        "cts_buffers": 5,
        "cts_hold_buf": 0,
        "cts_tree": "built",
        "post_cts_buffers": 0,
        "ctsResizeCount": 0,
        "root_buffer": "clkbuf_8",
        "cts_max_path_buffers": 2,
        "path_clk_slew_ns": 0.08,
    },
    "worst_setup_path": {
        "cpLargestDelayFamily": "simple AND/OR/NAND/NOR gates",
        "worstPathArrival_ns": 2.92,
        "path_max_fanout": 8,
        "r2r_start": "clk_count[11]$_SDFFE_PP0P_",
        "cpPeakStageDelay_ns": 0.55,
        "r2r_slack_ns": 6.05,
        "r2r-end": "clk_count[21]$_SDFFE_PP0P_",
        "worst-path-buf-inv": 1,
        "reg2reg_depth": 6,
        "cp-end-kind": "output port",
        "start_kind": "register",
        "path_cells": "nor4_1 -> nand3_1 -> nor3_2 -> nand4_1 -> o311ai_0 -> clkdlybuf4s50_1",
        "worstPathRequired_ns": 7.04,
        "critPathSlowestCell": "nor3_2",
        "path_class": "reg2out",
    },
    "drt": {
        "drc_errors": 0,
        "ant_nets": 0,
        "dr_wl_met2_um": 2320,
        "vias": 2122,
        "wl_met3_um": 329,
        "via_per_inst": 5.94,
        "drt-total-wl_um": 5530,
        "post_drt_wl_per_cell_um": 15.5,
        "drt_pass1_iterations": 4,
        "drt-initial-drc-count": 136,
        "met1_length_um": 2820,
        "antenna-diode-count": 0,
        "top_layer_used": "met4",
    },
    "layout": {
        "nFillCells": 488,
        "drive_above_1_share": 0.0662,
        "area_growth_pct": 14.9,
        "combGateArea_mm2": 0.00134,
        "final_util": 0.482,
        "area.sequential_um2": 721,
        "stdcell_count": 357,
    },
    "logic_synthesis": {
        "ys_area_mm2": 0.00217,
        "ys_types": 53,
        "synthCells": 276,
        "yosysWarnings": 0,
        "synth-async-reset-ratio": 0,
        "synth-seq-cells": 36,
        "edf_count": 0,
        "ys_cells": 276,
        "synth_area_per_cell_um2": 7.87,
        "ff_type": "dfxtp_1",
        "syn_area_mm2": 0.00217,
        "synth_seq_share": 0.332,
    },
    "floorplan": {
        "core_area_mm2": 0.00517,
        "die_y_um": 75.7,
        "fp_util": 0.420,
        "die-area_mm2": 0.00573,
        "rows": 26,
        "die_w_um": 75.7,
        "num_io_pins": 23,
    },
    "sta": {
        "maxSlewViolCount": 0,
        "setup_violations": 0,
        "slew-limit-headroom": 0.567,
        "rsz0062_at_grt": "no",
        "finalClockSkew_ns": 0.00624,
        "hold_violations": 0,
        "fmax_mhz": 214,
        "fin_hold_ws_ns": 0.482,
        "timing.setup.tns_ns": 0,
        "fin_crit_ns": 4.68,
        "timing.final.crit_share": 0.532,
        "worst_pin_slew_ns": 0.648,
    },
    "placed_design": {
        "port-buffer-count": 22,
        "place_inst": 349,
        "place_congestion": 0.866,
        "hpwl_um": 3810,
    },
    "power": {
        "p_leak_nw": 0.927,
        "ir_drop_mv": 0.133,
        "p_per_area_mw_per_mm2": 186,
    },
    "min_path": {
        "whs_path_depth": 2,
        "hold_class": "reg2reg",
        "hp-start": "clk_count[30]$_SDFFE_PP0P_",
        "holdPathEnd": "clk_count[30]$_SDFFE_PP0P_",
    },
    "global_route": {
        "grt_max_degree": 36,
        "grt-ovfl-total": 0,
        "grt_use_total": 0.207,
        "grt_pass1_wl_um": 8850,
        "antenna_found_initial": 0,
        "grt_pass1_vias": 1772,
    },
    "run": {
        "cap_violations": 0,
        "warnings": 25,
    },
}
[layout make-up]
class | instances | area share
tap | 70 | 0.0351
inverter | 4 | 0.00602
sequential | 36 | 0.289
clock buffer | 6 | 0.0331
multi-input combinational | 215 | 0.537
timing repair buffer | 24 | 0.0943
clock inverter | 2 | 0.00552
[state kept, by name, indices dropped and copies added, names as in the netlist]
register / count
PS: 4
clk_count: 32
[cell families (layout without fill, tap and decap cells)]
group | count (synthesis) | in the layout | synth area share
compound gates | 87 | 87 | 0.282
xor+xnor | 2 | 2 | 0.00807
fa+ha+maj | 1 | 1 | 0.00576
buf+inv | 25 | 36 | 0.0507
flops | 36 | 36 | 0.332
mux | 1 | 1 | 0.00461
simple gates | 124 | 124 | 0.317
[tightest hold or removal path, cell delays in order (launching register included)]
cell     delay (ns)
dfxtp_1        0.33
a21oi_1        0.04
nor2_1         0.07
[metal layers]
layer  vias up  global-route usage
li1       1079                   -
met3         7              0.0429
met4         0              0.0247
met5         -                   0
met2        56               0.304
met1       980               0.331
[layout by cell type (no fill, tap or decap), types with 3 or more instances in the layout]
master / count
and2_1: 5
o311ai_0: 3
nand4_1: 7
o21ai_0: 12
a21o_1: 3
or4_1: 14
nand3_1: 13
nor4_1: 7
inv_1: 4
clkdlybuf4s50_1: 22
nor3_1: 6
or3_1: 6
a31oi_1: 4
o31ai_1: 13
a211o_1: 3
dfxtp_1: 36
a21oi_1: 27
nand2_1: 26
clkbuf_8: 6
nor2_1: 14
and3_1: 13
[worst max-delay path by stage]
| stage | from | endpoint | depth (start not counted) |
|---|---|---|---|
| 6_report | clk_count[22]$_SDFFE_PP0P_ | e | 6 |
| 5_1_grt | clk_count[31]$_SDFFE_PP0P_ | e | 6 |
| 4_1_cts | clk_count[22]$_SDFFE_PP0P_ | e | 6 |
[synthesized netlist by cell type, types with 3 or more instances]
cell	instances	area share
a211o_1	3	0.012
o31ai_1	13	0.045
a21oi_1	27	0.062
nor3_1	6	0.014
a21o_1	3	0.010
or4_1	14	0.048
nand2_1	26	0.045
o311ai_0	3	0.012
nor4_1	7	0.020
nor2_1	14	0.024
nand4_1	7	0.020
nand3_1	13	0.030
clkbuf_1	17	0.029
dfxtp_1	36	0.33
and2_1	5	0.014
a31oi_1	4	0.012
inv_1	4	0.0069
o21ai_0	12	0.028
or3_1	6	0.017
and3_1	13	0.037
[power by group]
| part | internal [W] | switching (W) |
|---|---|---|
| combinational | 0.0000447 | 0.0000487 |
| sequential | 0.000186 | 0.0000567 |
| clock | 0.0000640 | 0.0000639 |
[through the flow]
step,cell area [um2],power [W],setup WS [ns]
after global routing,2490,0.000494,3.82
after floorplan,2170,0.000310,5.12
after CTS,2490,0.000465,4.08
after global placement,2400,0.000337,4.26
final,2490,0.000464,4.12
after detailed placement,2400,0.000337,4.24
Power is estimated from default activity; no workload was simulated.
